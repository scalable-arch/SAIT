[flow/design.v]
module CRC32_GEN
#(
    parameter   DATA_WIDTH              = 512,
    parameter   CRC_WIDTH               = 32
)
(
    input   wire    [DATA_WIDTH-1:0]    data_i,
    output  logic   [CRC_WIDTH-1:0]     checksum_o
);
    logic           [DATA_WIDTH-1:0]    dividend;
    logic           [CRC_WIDTH-1:0]     crc_temp;
    always_comb begin
        dividend                            = data_i;
        crc_temp                            = 32'h00000000;
        for (int unsigned i = 0; i < DATA_WIDTH; i = i + 1) begin
            if (crc_temp[CRC_WIDTH-1] != dividend[DATA_WIDTH-1]) begin
                crc_temp                        = (crc_temp << 1) ^ 32'h814141AB;
            end 
            else begin
                crc_temp                        = crc_temp << 1;
            end
            dividend                            = dividend << 1;
        end
    end
    assign  checksum_o                  = crc_temp;   
endmodule
module CRC32_ENC
#(
    parameter   DATA_WIDTH              = 512,
    parameter   CRC_WIDTH               = 32
)
(
    input   wire                        clk,
    input   wire                        rst_n,
    input   wire                        valid_i,
    input   wire    [DATA_WIDTH-1:0]    data_i,
    output  logic                       valid_o,
    output  logic   [DATA_WIDTH-1:0]    data_o,
    output  logic   [CRC_WIDTH-1:0]     checksum_o
);
    logic           [CRC_WIDTH-1:0]     checksum,       checksum_n;
    CRC32_GEN                           u_crc_gen_enc
    (
        .data_i                         (data_i),
        .checksum_o                     (checksum_n)
    );
    always_ff @(posedge clk)
        if (!rst_n) begin
            valid_o                     <= 1'b0;
            checksum                    <= {$bits(checksum_o){1'bx}};
        end
        else begin
            valid_o                     <= valid_i;
            checksum                    <= checksum_n;
        end
    assign  data_o                      = data_i;
    assign  checksum_o                  = checksum;
endmodule
[flow/run.sh]
#!/bin/bash
# OpenROAD 26Q1-2900-gdf79404cd8, Yosys 0.63+post, stock flow scripts
make -C /OpenROAD-flow-scripts/flow DESIGN_CONFIG=/design/flow/config.mk WORK_HOME=/design/flow/orfs finish
[flow/config.mk]
export PLATFORM = sky130hd
export DESIGN_NAME = CRC32_ENC
export DESIGN_NICKNAME = CRC32_ENC
export VERILOG_FILES = /design/flow/design.v
export SDC_FILE = /design/flow/constraint.sdc
export NUM_CORES = 4
export LEC_CHECK = 1
export CORE_AREA = 10 10 492 492
export DIE_AREA = 0 0 502 502
[flow/constraint.sdc]
current_design CRC32_ENC

set clk_period 149.4
set clk_io_pct 0.2

create_clock -name clk0 -period $clk_period [get_ports {clk}]

set non_clock_inputs [all_inputs -no_clocks]
set_input_delay [expr $clk_period * $clk_io_pct] -clock clk0 $non_clock_inputs
set_output_delay [expr $clk_period * $clk_io_pct] -clock clk0 [all_outputs]
==> run_results.csv <==
group,metric,value,unit
clocking,tritoncts,"done",
synthesis,yosys_register_bits,33,
grt,first_global_vias,38100,
clocking,cts-htree-levels,2,
sta,worst_slew_margin_rel,27.3,%
routing,ant_nets,0,
sta,max_slew.worst_pin.slew,1.08,ns
setup_path,worst_path_largest_cell_delay,0.86,ns
synthesis,synth.top_cell.area_share,41.8,%
grt,grt_max_degree,14,
clocking,numCtsBuffers,5,
routing,firstDrtPassIters,4,
cells_and_area,sequential_cell_area,661,um^2
run_status,status,"finished clean",
run,maxCapViolCount,0,
sta,timing.final.hold_violations,0,
synthesis,ys_cells,4385,
setup_path,critPathCaptureType,"flop",
sta,final-max-slew-violation-count,0,
cells_and_area,fill_cells,22400,
synthesis,synth-area-yosys,62900,um^2
floorplan,io_count,1060,
synthesis,post-synth-top-count-cell,"sky130_fd_sc_hd__xnor2_1",
clocking,max-clock-path-buffers,2,
synthesis,synth-async-reset-ratio,0,%
routing,detail_route.wl_per_cell,26.8,um
sta,grt_setup_unrepaired,"false",
synthesis,synth_cell_count_leaders,"sky130_fd_sc_hd__xnor2_1 (1357), sky130_fd_sc_hd__xnor3_1 (1166), sky130_fd_sc_hd__xor2_1 (608)",
clocking,cts-root-buf,"sky130_fd_sc_hd__clkbuf_16",
placed_design,hpwlAfterDp,192000,um
cells_and_area,fin_util,31.9,%
placed_design,placedCellCount,7951,
setup_path,arrival,64.52,ns
grt,grt_first_pass_wirelength,295000,um
placed_design,io_buffers,1059,
floorplan,placement_rows,176,
grt,initial_antenna_violation_count,14,
sta,timing.fmax,15.5,MHz
synthesis,post_synth_num_cell_types,19,
routing,viasPerCell,4.23,
synthesis,synth.area.top_cells,"sky130_fd_sc_hd__xnor3_1 (42%), sky130_fd_sc_hd__xnor2_1 (19%), sky130_fd_sc_hd__xor2_1 (8.5%)",
floorplan,die_h,502,um
synthesis,post_synthesis_cell_area,62900,um^2
cells_and_area,finish.cell_count_without_fillers,7965,
routing,drc,0,
cells_and_area,multiInputGateArea,58200,um^2
setup_path,timing.critical_path.fanout_max,9,
setup_path,critical_path_buf_inv_count,1,
floorplan,die_width,502,um
synthesis,synth.yosys.seq_area_share,1.05,%
clocking,clock_sinks,33,
setup_path,cell_family_with_the_largest_share_of_critical_path_delay,"XOR/XNOR gates",
synthesis,number_of_flops_mapped_to_enable_cells_by_yosys,0,
floorplan,chip_area,252000,um^2
synthesis,ys_warn_count,2,
run,warnings,25,
placed_design,gp_congestion,0.959,
setup_path,worst-endpoint-required,149.55,ns
setup_path,worstSetupStartpointType,"input port",
synthesis,average_size_of_a_mapped_cell,14.3,um^2
clocking,post_cts_resize_count,0,
worst_hold_path,worstHoldPathType,"in -> reg",
setup_path,timing.critical_path.mode_cell,"sky130_fd_sc_hd__xnor3_1",
routing,vias,33700,
routing,detailedRoute.firstIterationViolations,1365,
floorplan,design.core.area,231000,um^2
setup_path,setup.worst_path.class,"in -> reg",
sta,timing.final.crit_period,64.38,ns
synthesis,ff_type,"sky130_fd_sc_hd__dfxtp_1",
grt,grt_use_total,17.0,%
cells_and_area,drive_above_1_share,9.99,%
cells_and_area,area_delta_synth_final,16.9,%
clocking,ctsHoldBuffers,0,
grt,grt.overflow.total,0,
clocking,clock_pin_slew_on_the_worst_setup_and_hold_paths,0.05,ns
sta,final-setup-viol-count,0,
routing,postRouteWirelength,214000,um
synthesis,syn_inst,4385,
floorplan,initCoreUtil,27.3,%
sta,finalSetupTns,0,ns
clocking,cts_post_setup_buffers_inserted,0,
sta,finalCritPeriodShare,43.1,%
synthesis,largest_area_cell,"sky130_fd_sc_hd__xnor3_1",
setup_path,critical-path-slowest-cell,"sky130_fd_sc_hd__clkdlybuf4s50_1",
==> state kept, by name, summed over array words and instances (netlist names) <==
register and cells:
checksum 32, valid_o 1
==> layout by cell type, fill, tap and decap left out, drive strengths merged <==
cell	synthesis	routed
xnor2	1526	1526
xnor3	1349	1349
clkdlybuf4s50	0	1059
xor2	686	686
xor3	248	248
dfxtp	33	33
buf	538	20
diode	0	6
clkbuf	0	5
inv	3	3
clkinv	0	2
and2	1	1
clkinvlp	0	1
==> per-layer routing <==
metal	share of wire (%)	vias up	global-route usage [%]
li1	-	15400	-
met1	36	16700	19.6
met2	53	1457	30.8
met3	9.3	137	6.15
met4	1.7	8	2.41
met5	0.022	-	0
==> final timing paths <==
kind                    start  cells after the start  slack [ns]                   end
setup / recovery  data_i[506]                     67       85.02  checksum[22]$_DFF_P_
hold / removal        valid_i                      2       30.18    valid_o$_SDFF_PN0_
==> cell type report <==
class	count	area share, %
Sequential cell	33	0.898
Multi-Input combinational cell	3810	79.1
Tap cell	3026	5.15
Antenna cell	6	0.0204
Clock buffer	5	0.170
Timing Repair Buffer	1079	14.6
Clock inverter	3	0.0238
Inverter	3	0.0153
==> kinds of logic (layout without fill, tap and decap cells) <==
| kind of cell | count (synthesis) | after routing | synth area share [%] |
|---|---|---|---|
| XOR/XNOR | 3809 | 3809 | 92.5 |
| buffers and inverters | 542 | 1090 | 6.43 |
| flip-flops | 33 | 33 | 1.05 |
| AND/OR/NAND/NOR | 1 | 1 | 0.00995 |
| other | 0 | 6 | 0 |
==> metrics by stage <==
stage	setup WS (ns)	instance area [um^2]	hold WS, ns
2_1_floorplan	89.54	62900	30.00
3_3_place_gp	84.89	73400	30.45
3_5_place_dp	85.03	73400	30.47
4_1_cts	85.17	73500	30.17
5_1_grt	84.04	73500	30.19
6_report	85.02	73500	30.18
