==> ./design.v <==
module CRC32_DEC
#(
    parameter   DATA_WIDTH              = 512,
    parameter   CRC_WIDTH               = 32
)
(
    input   wire                        clk,
    input   wire                        rst_n,
    input   wire                        valid_i,
    input   wire    [DATA_WIDTH-1:0]    data_i,
    input   wire    [CRC_WIDTH-1:0]     checksum_i,
    output  logic                       valid_o,
    output  logic   [DATA_WIDTH-1:0]    data_o,
    output  logic                       detected_o   
);
    logic           [CRC_WIDTH-1:0]     checksum,       checksum_n;
    logic                               detected,       detected_n;
    CRC32_GEN                           u_crc_gen_dec
    (
        .data_i                         (data_i),
        .checksum_o                     (checksum_n)
    );
    always_comb begin
        if (checksum_n != checksum_i) begin
            detected_n                  = 1'b1;
        end
        else begin
            detected_n                  = 1'b0;
        end
    end
    always_ff @(posedge clk)
        if (!rst_n) begin
            valid_o                     <= 1'b0;
            detected                    <= 1'bx;
        end
        else begin
            valid_o                     <= valid_i;
            detected                    <= detected_n;
        end
    assign  data_o                      = data_i;
    assign  detected_o                  = detected;
endmodule
module CRC32_GEN
#(
    parameter   DATA_WIDTH              = 512,
    parameter   CRC_WIDTH               = 32
)
(
    input   wire    [DATA_WIDTH-1:0]    data_i,
    output  logic   [CRC_WIDTH-1:0]     checksum_o
);
    logic           [DATA_WIDTH-1:0]    dividend;
    logic           [CRC_WIDTH-1:0]     crc_temp;
    always_comb begin
        dividend                            = data_i;
        crc_temp                            = 32'h00000000;
        for (int unsigned i = 0; i < DATA_WIDTH; i = i + 1) begin
            if (crc_temp[CRC_WIDTH-1] != dividend[DATA_WIDTH-1]) begin
                crc_temp                        = (crc_temp << 1) ^ 32'h814141AB;
            end 
            else begin
                crc_temp                        = crc_temp << 1;
            end
            dividend                            = dividend << 1;
        end
    end
    assign  checksum_o                  = crc_temp;   
endmodule
==> ./run.sh <==
#!/bin/bash
# OpenROAD 26Q1-2900-gdf79404cd8, Yosys 0.63+post, stock flow scripts
make -C /OpenROAD-flow-scripts/flow DESIGN_CONFIG=/design/flow/config.mk WORK_HOME=/design/flow/orfs finish
==> ./config.mk <==
export PLATFORM = sky130hd
export DESIGN_NAME = CRC32_DEC
export DESIGN_NICKNAME = CRC32_DEC
export VERILOG_FILES = /design/flow/design.v
export SDC_FILE = /design/flow/constraint.sdc
export NUM_CORES = 4
export LEC_CHECK = 1
export CORE_AREA = 10 10 545 545
export DIE_AREA = 0 0 555 555
==> ./constraint.sdc <==
current_design CRC32_DEC

set clk_period 117.8
set clk_io_pct 0.2

create_clock -name clk0 -period $clk_period [get_ports {clk}]

set non_clock_inputs [all_inputs -no_clocks]
set_input_delay [expr $clk_period * $clk_io_pct] -clock clk0 $non_clock_inputs
set_output_delay [expr $clk_period * $clk_io_pct] -clock clk0 [all_outputs]
==> Slide: Implementation Results <==
Physical Implementation Snapshot

Run status
  – Status: complete, no violations

Synth
  – Share of synthesized registers carrying an async set or reset: 0
  – Area leader, netlist: xnor3_1
  – Post-synth top flop: dfxtp_1
  – Synth Instances: 4553
  – Syn_area_per_cell: 13.93 um2
  – Top-count cell post-synth: xnor2_1
  – Cell total in the yosys stat output: 4553
  – Top cell area share: 0.4674
  – Post-Syn Area: 63410 um2
  – Synth Warn #: 2
  – Most frequent cells after synthesis: 1502 x xnor2_1, 1316 x xnor3_1, 587 x xor2_1
  – Register share after synthesis: 0.0006314
  – Flops after synth: 2
  – Flip-flops with a built-in enable: 0
  – Yosys stat chip area: 63410 um2
  – Top cells by area: xnor3_1 47%, xnor2_1 21%, xor2_1 8.1%
  – Post-synth cell types: 50

Setup path
  – Critical Path Max Stage Delay: 920 ps
  – Crit path kind: input port to flop
  – Req. time, crit path: 117860 ps
  – Crit path DAT: 60390 ps
  – Critical path capture point type: flop
  – Worst-path fanout max: 14
  – Most frequent CP cell: xnor3_1
  – Slowest CP cell: xnor3_1
  – WP buf/inv: 2
  – CP delay by family, top: XOR/XNOR gates
  – Worst setup SP type: input port

Timing
  – Max-slew violations: 0
  – Unrepaired setup endpoints after global routing: false
  – Min Tclk post-route: 60330 ps
  – Setup TNS: 0 ps
  – Maximum clock rate: 0.01658 GHz
  – Slew @ Worst Pin: 1054 ps
  – Rel. slew slack: 0.2924
  – Cycle use final: 0.5121
  – Final hold vios: 0
  – Setup-failing EPs final: 0

Global route
  – GRT Util Overall: 0.1492
  – Total global routing overflow: 0
  – First-pass GRT wire length: 318100 um
  – Number of global-route vias before repair: 39880
  – Initial antenna violation count: 14
  – Largest net degree at the start of global routing: 15

Clock tree
  – Postcts setup bufs: 0
  – # resized after CTS: 0
  – Root Buffer: clkbuf_16
  – CTS Buffer Depth: 2
  – Htree depth: 1
  – CTS Buf Count: 3
  – Clk sinks: 2
  – CTS tree: done
  – Hold buffers post-CTS: 0
  – Clock-pin slew on the worst setup and hold paths: 30 ps

Detailed routing
  – Routed WL: 230300 um
  – Total number of vias: 34990
  – DRT Pass-1 Iters: 5
  – DRC viols: 0
  – Wirelength per Cell: 26.01 um
  – Vias/cell: 3.951
  – Antenna Nets Post-Route: 0
  – Detailed router's first-iteration violation count: 1575

Final layout
  – Fraction of layout cells with a size suffix above 1: 0.06716
  – Synth-to-Final Area Change: 18.17%
  – Filler instances: 29120

Place
  – Dpl hpwl: 208100 um
  – IO buf count: 1060
  – Routability Congestion: 0.9615

Floorplanning
  – Top Ports: 1061
  – Die H: 555 um
  – DIE AREA: 308000 um2
  – FP Util: 0.2225
  – Die width: 555 um
  – Rows: 196
  – Core Area: 285000 um2

Worst hold path
  – Hold WC Path Type: input port to flop

Flow run
  – Stage-log warning count: 25
  – Max Cap Violations: 0
## cell type report
cell class / instances / area (um2) / area share
Timing Repair Buffer: 1087 / 10810 / 0.1443
Inverter: 7 / 26.28 / 0.0003507
Antenna cell: 2 / 5.005 / 0.00006679
Tap cell: 3762 / 4707 / 0.06282
Multi-Input combinational cell: 3993 / 59260 / 0.7909
Clock buffer: 3 / 75.07 / 0.001002
Sequential cell: 2 / 40.04 / 0.0005343
## cell families after synthesis
logic type | Yosys count | synth area share
xor+xnor | 3911 | 0.9262
buf+inv | 558 | 0.06474
simple gates | 56 | 0.005032
compound gates | 20 | 0.002427
mux | 6 | 0.0009472
flops | 2 | 0.0006315
## per-stage QoR
step / util / cell area [um2] / worst slack, ps / cells / hold WS (ps)
detailed placement: 0.2627 / 74850 / 57330 / 8851 / 24130
global route: 0.2629 / 74930 / 56120 / 8855 / 23930
CTS: 0.2629 / 74920 / 57350 / 8854 / 23900
global placement: 0.2627 / 74850 / 57070 / 8851 / 24130
finish: 0.2629 / 74930 / 57470 / 8856 / 23900
floorplan: - / 63410 / 65150 / 4553 / 23680
## per-layer routing
metal / wire, um / track usage / share of wire
met1: 84830 / 0.1702 / 0.37
met4: 4148 / 0.02048 / 0.018
met3: 23280 / 0.06373 / 0.10
met2: 118000 / 0.2666 / 0.51
met5: 92 / 0 / 0.00040
## flip-flops by register name, indices dropped and copies added, names as in the netlist
signal,cells
detected,1
valid_o,1
## path summary, 6_finish.rpt
| kind | to | start | slack [ps] | depth (start not counted) |
|---|---|---|---|---|
| setup / recovery | detected$_DFF_P_ | data_i[508] | 57470 | 71 |
| hold / removal | valid_o$_SDFF_PN0_ | valid_i | 23900 | 2 |
## cell usage in the layout, fill, tap and decap left out, types with 7 or more instances in the layout
cell type,netlist,routed
xor2_1,587,587
buf_4,522,27
xor3_1,197,197
xor3_2,22,22
xnor3_1,1316,1316
xnor2_2,122,122
nor2_1,11,11
xnor2_1,1502,1502
nand2_1,8,8
xnor3_2,74,74
xor2_4,7,7
xnor2_4,23,23
xor2_2,61,61
clkdlybuf4s50_1,0,1060
